==> flow/design.v <==
`timescale 1ns/1ps
module uart_rx(
    input  wire                   sysclk,
    input  wire                   i_rx,         
    input  wire                   i_rx_serial,  
    output wire                   o_rx_d,       
    output wire [8-1:0] o_rx_byte     
);
    reg r_rx_d;  
    parameter IDLE     = 3'b000;
    parameter START_RX = 3'b001;
    parameter RX_ON    = 3'b010;
    parameter STOP_RX  = 3'b100;
    parameter DATA_OK  = 3'b111;
    reg [2:0] current_state;
    reg [8-1:0] rx_byte;       
    reg [2:0]             rx_bit_index;  
    reg [11:0]            clks_cnt;      
    reg r_i_rx_serial_r;
    reg r_i_rx_serial_dat;
    always @(posedge sysclk) begin
        r_i_rx_serial_r   <= i_rx_serial;
        r_i_rx_serial_dat <= r_i_rx_serial_r;
    end
    always @(posedge sysclk) begin
        if (i_rx) begin
            case (current_state)
                IDLE    : begin
                    rx_bit_index  <= 0;
                    clks_cnt      <= 0;
                    r_rx_d        <= 1'b0;
                    current_state <= (r_i_rx_serial_dat == 1'b0) ? START_RX : IDLE;
                end
                START_RX: begin
                    if (clks_cnt == ((1085 - 1) / 2)) begin
                        clks_cnt      <= 0;
                        current_state <= (r_i_rx_serial_dat == 1'b0) ? RX_ON : IDLE;
                    end else begin
                        clks_cnt      <= clks_cnt + 1;
                    end
                end
                RX_ON   : begin
                    if (clks_cnt < (1085 - 1)) begin
                        clks_cnt                  <= clks_cnt + 1;
                        current_state             <= RX_ON;
                    end else begin
                        clks_cnt                  <= 0;
                        if (rx_bit_index < 8) begin
                            rx_byte[rx_bit_index] <= r_i_rx_serial_dat;
                            rx_bit_index          <= rx_bit_index + 1;
                            current_state         <= RX_ON;
                        end else begin
                            rx_bit_index          <= 0;
                            current_state         <= STOP_RX;
                        end
                    end
                end
                STOP_RX : begin
                    if (clks_cnt < (1085 - 1)) begin
                        clks_cnt      <= clks_cnt + 1;
                        current_state <= STOP_RX;
                    end else begin
                        clks_cnt      <= 0;
                        r_rx_d        <= 1'b1;
                        current_state <= (r_i_rx_serial_dat == 1'b1) ? DATA_OK : IDLE;
                    end
                end
                DATA_OK : begin
                    current_state <= IDLE;
                    r_rx_d        <= 1'b0;  
                end
                default : current_state <= IDLE;
            endcase
        end else begin
            current_state     <= IDLE;
            rx_byte           <= {8{1'b0}};
            rx_bit_index      <= 0;
            clks_cnt          <= 0;
            r_i_rx_serial_r   <= 1'b1;
            r_i_rx_serial_dat <= 1'b1;
            r_rx_d            <= 1'b0;
        end
    end
    assign o_rx_d    = r_rx_d;
    assign o_rx_byte = rx_byte;
endmodule
`timescale 1ns/1ps
module uart_top(
    input wire        sysclk,
    input wire [3:2]  btn,              
    input wire        uart_rx_serial,   
    input wire [3:0]  sw,               
    output wire        uart_tx_serial,  
    output wire [3:0] led,             
    output wire       led5_r,          
    output wire       led5_g,          
    output wire       led5_b,          
    output wire       led6_r,          
    output wire       led6_g,          
    output wire       led6_b           
);
    parameter              i_TX_BTN = 2;
    parameter              i_RX_BTN = 3;
    reg  [1:0]             btn3_sync  = 2'b00;                          
    wire                   btn3_rise =  btn3_sync[0] & ~btn3_sync[1];   
    reg                    rx_on      = 1'b0;                           
    wire                   r_rx_d;
    wire [8-1:0] rx_byte;
    reg  [1:0]             btn2_sync  = 2'b00;                          
    wire                   btn2_rise =  btn2_sync[0] & ~btn2_sync[1];   
    reg                    tx_on      = 1'b0;                          
    wire                   r_tx_d;
    wire [8-1:0] i_tx_byte  = {4'b0, sw[3], sw[2], sw[1], sw[0]};
    uart_tx u_tx (
        .sysclk(sysclk),
        .i_tx(tx_on),
        .i_tx_byte(i_tx_byte),
        .o_tx_serial(uart_tx_serial),  
        .o_tx_d(r_tx_d)
    );
    uart_rx u_rx (
    .sysclk      (sysclk),
    .i_rx        (rx_on),
    .i_rx_serial (uart_rx_serial),     
    .o_rx_d      (r_rx_d),
    .o_rx_byte   (rx_byte)
    );
    always @(posedge sysclk) begin
        btn3_sync <= {btn3_sync[0], btn[i_RX_BTN]};
        if (btn3_rise) begin
            rx_on <= ~rx_on;
        end else begin
            rx_on <= rx_on;
        end
        btn2_sync <= {btn2_sync[0], btn[i_TX_BTN]};
        if (btn2_rise) begin
            tx_on <= ~tx_on;
        end else begin
            tx_on <= tx_on;
        end
    end
    assign led5_g = (tx_on  == 1'b1) ? 1'b1 : 1'b0;  
    assign led5_r = (tx_on  == 1'b0) ? 1'b1 : 1'b0;  
    assign led5_b = r_tx_d;                          
    assign led[0] = sw[0];
    assign led[1] = sw[1];
    assign led[2] = sw[2];
    assign led[3] = sw[3];
    assign led6_g = (rx_on  == 1'b1) ? 1'b1 : 1'b0;  
    assign led6_r = (rx_on  == 1'b0) ? 1'b1 : 1'b0;  
    assign led6_b = r_rx_d;                          
endmodule
`timescale 1ns/1ps
module uart_tx(
    input wire                   sysclk,
    input wire                   i_tx,         
    input wire [8-1:0] i_tx_byte,    
    output wire                  o_tx_serial,  
    output wire                  o_tx_d        
);
    parameter IDLE     = 3'b000;
    parameter START_TX = 3'b001;
    parameter TX_ON    = 3'b010;
    parameter STOP_TX  = 3'b100;
    parameter DATA_OK  = 3'b111;
    reg [2:0] current_state;
    reg                   tx_bit;
    reg [8-1:0] r_tx_byte;
    reg [2:0]             tx_bit_index;  
    reg                   r_tx_d;
    reg [11:0]            clks_cnt;      
    always @(posedge sysclk) begin
        if (i_tx) begin
            case (current_state) 
                IDLE    : begin
                    r_tx_byte     <= i_tx_byte;
                    clks_cnt      <= 0;
                    tx_bit_index  <= 0;
                    r_tx_d        <= 1'b0;
                    tx_bit        <= 1'b1;
                    current_state <= START_TX;
                end
                START_TX: begin
                    tx_bit            <= 1'b0;
                    if (clks_cnt < (1085 - 1)) begin
                        current_state <= START_TX;
                        clks_cnt      <= clks_cnt + 1;
                    end else begin
                        clks_cnt      <= 0;
                        current_state <= TX_ON;
                    end
                end
                TX_ON   : begin
                    tx_bit               <= r_tx_byte[tx_bit_index];
                    if (tx_bit_index < 8) begin
                        if (clks_cnt < (1085 - 1)) begin
                            clks_cnt     <= clks_cnt + 1;
                        end else begin
                            tx_bit_index <= tx_bit_index + 1;
                            clks_cnt     <= 0;
                        end
                        current_state    <= TX_ON;
                    end else begin
                        clks_cnt      <= 0;
                        tx_bit_index  <= 0;
                        current_state <= STOP_TX;
                    end
                end
                STOP_TX : begin
                    tx_bit            <= 1'b1;
                    if (clks_cnt < (1085 - 1)) begin      
                        clks_cnt      <= clks_cnt + 1;
                        current_state <= STOP_TX;
                    end else begin
                        clks_cnt      <= 0;
                        r_tx_d        <= 1'b1;  
                        current_state <= DATA_OK;
                    end
                end
                DATA_OK : begin
                    r_tx_d        <= 1'b0;
                    current_state <= IDLE;
                end
                default : current_state <= IDLE;
            endcase
        end else begin
            current_state <= IDLE;
            tx_bit        <= 1'b1;
            tx_bit_index  <= 0;
            r_tx_d        <= 1'b0;
            clks_cnt      <= 0;
        end
    end
    assign o_tx_d      = r_tx_d;
    assign o_tx_serial = tx_bit;
endmodule
==> flow/run.sh <==
#!/bin/bash
# OpenROAD 26Q1-2900-gdf79404cd8, Yosys 0.63+post, stock flow scripts
make -C /OpenROAD-flow-scripts/flow DESIGN_CONFIG=/design/flow/config.mk WORK_HOME=/design/flow/orfs finish
==> flow/config.mk <==
export PLATFORM = sky130hd
export DESIGN_NAME = uart_top
export DESIGN_NICKNAME = uart_top
export VERILOG_FILES = /design/flow/design.v
export SDC_FILE = /design/flow/constraint.sdc
export NUM_CORES = 4
export LEC_CHECK = 1
export CORE_UTILIZATION = 50
==> flow/constraint.sdc <==
current_design uart_top

set clk_period 2.8
set clk_io_pct 0.2

create_clock -name clk0 -period $clk_period [get_ports {sysclk}]

set non_clock_inputs [all_inputs -no_clocks]
set_input_delay [expr $clk_period * $clk_io_pct] -clock clk0 $non_clock_inputs
set_output_delay [expr $clk_period * $clk_io_pct] -clock clk0 [all_outputs]
==> job_summary.md <==
### Flow metrics

| Metric | Value |
|---|---|
| Required time of the critical path | `2.96 ns` |
| Final cell count without fillers | `297` |
| Die Y-Extent | `67.8 um` |
| Chip Area | `4600 um^2` |
| Count of final hold-check violations | `0` |
| Routability cong. | `0.822` |
| Setup repair after global routing missed its margin | `false` |
| Min-delay src | `btn2_sync[0]$_DFF_P_` |
| Xor/xnor share of the synthesized area | `4.85%` |
| Cell with the largest stage delay on the worst path | `sky130_fd_sc_hd__a221oi_2` |
| Routed wirelength normalized by instance count | `13.4 um` |
| Top cell type by total area after synthesis | `sky130_fd_sc_hd__dfxtp_1` |
| Input/output buffers | `17` |
| Final number of max-transition violations | `0` |
| Signal arrival time at the worst endpoint | `2.23 ns` |
| Mean instance size in the synthesized netlist | `9.30 um^2` |
| Overall power | `1280 uW` |
| List of cells traversed by the critical path | `nor4_1 -> a31oi_1 -> a221oi_2 -> nor3_1` |
| Shortest clock period the worst path allows after layout | `2.07 ns` |
| Critical path launch point type | `flop` |
| Total via count after detailed routing | `1,716` |
| H-tree lvl count | `2` |
| Pin count of the biggest net entering global routing | `22` |
| Max incr delay on CP | `0.66 ns` |
| Critical setup path kind | `reg -> reg` |
| Synth Instances | `233` |
| TritonCTS clock tree | `built` |
| # IOs | `19` |
| Synth Seq Share | `49.0%` |
| Adder Area Share | `2.31%` |
| Length of the first detailed-routing pass in iterations | `4` |
| Global-route congestion overflow total | `0` |
| Main logic family | `simple AND/OR/NAND/NOR gates` |
| Sum of negative setup slack | `0 ns` |
| Highest-count cells in the layout ignoring fill and taps | `sky130_fd_sc_hd__dfxtp_1 (44), sky130_fd_sc_hd__nor2_1 (27), sky130_fd_sc_hd__nand2_1 (19)` |
| CORE AREA | `4090 um^2` |
| Synth area leaders | `sky130_fd_sc_hd__dfxtp_1 (41%), sky130_fd_sc_hd__edfxtp_1 (8.3%), sky130_fd_sc_hd__nor2_1 (4.7%), sky130_fd_sc_hd__nand2_1 (3.3%), sky130_fd_sc_hd__xnor2_1 (3.2%)` |
| Maximum Capacitance Violations | `0` |
| Number of cells in the yosys synthesis report | `233` |
| Flip-flops with a built-in enable | `6` |
| Hold WC Path Type | `reg -> reg` |
| MUX share of area | `1.04%` |
| Post-synthesis to final-layout area growth | `13.3%` |
| Leakage power of the design | `0.000795 uW` |
| Count of placed standard cells including taps | `289` |
| Clock sink count | `50` |
| Clock-pin slew reported for the worst setup and hold paths after clock tree synthesis | `0.09 ns` |
| Number of violations reported at the end of detailed-routing iteration 0 | `155` |
| Log Warnings | `28` |
| Transition time at the pin with the least slew margin | `0.854 ns` |
| Critical Path Sink Type | `flop` |
| Post-synthesis cell type count | `46` |
| Relative max-transition margin | `42.3%` |
| Netlist Area Pre-Place | `2170 um^2` |
| Clk buf depth | `2` |
| Die extent in x | `67.8 um` |
| Fraction of the mapped netlist area in simple logic gates | `25.1%` |
| Complex Gates by Area | `12.9%` |
| Ant. Diodes | `0` |
| Fraction of final layout cells sized beyond drive strength 1 | `6.07%` |
| Total of warnings raised by yosys | `6` |
| Final worst-path cycle share | `74.0%` |
| Post-Layout Inst Area | `2450 um^2` |
| Root cell of the clock tree | `sky130_fd_sc_hd__clkbuf_8` |
| Highest fanout seen on the critical path | `12` |
| Top flip-flop cell by instance count after synthesis | `sky130_fd_sc_hd__dfxtp_1` |
| Post-CTS Setup Bufs | `0` |
| Post-Route Utilization | `60.0%` |
| Total of hold buffers inserted after clock tree synthesis | `0` |
| Final routed wirelength across all metal layers | `3.97 mm` |
| Number of instances on the worst hold path | `0` |
| Number of global-route vias before repair | `1,580` |
| Placed cell area | `2340 um^2` |
| Synth async-reset ratio | `0%` |
| Residual DRC | `0` |
| Origin of the worst setup path | `u_rx.clks_cnt[6]$_SDFFE_PN0P_` |
| Number of buffers added by the clock tree synthesis step | `5` |
| Clock Skew | `0.00362 ns` |
| Number of nets with antenna violations after detailed routing | `0` |
| Initial core utilization | `53.0%` |
| Outcome | `finished clean` |
| Most common cell after layout, fill and taps aside | `sky130_fd_sc_hd__dfxtp_1` |
| Vias per Instance | `5.78` |
| Number of antenna violations at the first check in global routing | `0` |
| Clock latency at the later pin of the worst-skew pair | `0.30 ns` |
| Standard-cell row count | `23` |
| Sum of net half-perimeters after detailed placement | `2.66 mm` |
| Setup violations, final | `0` |
| Proportion of netlist area held by the largest area contributor | `40.7%` |
| Maximum resistive drop on vdd | `0.372 mV` |
| Wire length of the first global-routing pass | `6.91 mm` |
| Worst-case reg-to-reg path depth | `4` |
| PostCTS Resize Cnt | `0` |
| Aggregate global-route resource usage | `20.1%` |
| Fmax | `483 MHz` |
| Worst flop-to-flop path startpoint | `u_rx.clks_cnt[6]$_SDFFE_PN0P_` |
| Total cell area reported by yosys after synthesis | `2170 um^2` |
| Power per Cell Area | `520 nW/um^2` |
| Number of synthesized register bits | `50` |
path summary, 6_finish.rpt:
kind | slack (ns) | to
worst max-delay path | 0.73 | u_rx.clks_cnt[0]$_SDFFE_PN0P_
worst min-delay path | 0.35 | btn2_sync[1]$_DFF_P_
worst max register to register | 0.73 | u_rx.clks_cnt[0]$_SDFFE_PN0P_
worst min register to register | 0.35 | btn2_sync[1]$_DFF_P_
cells in the mapped netlist (all sizes together) (7+ instances only):
library cell and number:
nand3 13, inv 10, nand2 19, nand4 9, nor4 8, nor2 27, dfxtp 44, clkbuf 7
nor3 8, xnor2 8
critical path: cells and delay by family, from the launching register on:
kind             cells  cell delay (ns)
AND-OR/OR-AND        2             0.88
AND/OR/NAND/NOR      2             0.69
flip-flops           1             0.37
cell type report:
cell class                 count  area, um^2
multi-input combinational    160        1000
timing repair buffer          18         178
tap                           50        62.6
clock inverter                 3        40.0
inverter                      11        41.3
clock buffer                   5        68.8
sequential                    50        1060
fill                         346        1630
metal layers:
metal | up-vias | global-route usage (%) | share of wire, %
li1 | 872 | - | -
met1 | 809 | 30.1 | 48
met5 | - | 0 | 0
met3 | 7 | 2.70 | 3.1
met2 | 28 | 32.9 | 47
met4 | 0 | 3.13 | 1.5
cell families (layout without fill, tap and decap cells):
| family | count (synthesis) | in the layout |
|---|---|---|
| buffers and inverters | 23 | 37 |
| flip-flops | 50 | 50 |
| XOR/XNOR | 12 | 12 |
| AND-OR/OR-AND | 38 | 38 |
| AND/OR/NAND/NOR | 105 | 105 |
| multiplexers | 1 | 1 |
| adder cells (fa/ha/maj) | 4 | 4 |
where the power goes:
group	switching [uW]	internal, uW
clock network	232	263
registers	6.33	733
logic	18.2	24.4
total	256	1020
metrics by stage:
| step | hold slack, ns | setup slack (ns) |
|---|---|---|
| global placement | 0.332 | 0.744 |
| finish | 0.350 | 0.728 |
| global route | 0.363 | 0.500 |
| detailed placement | 0.332 | 0.699 |
| floorplan | 0.324 | 1.21 |
| CTS | 0.351 | 0.689 |
registers in the layout, indices dropped and copies added (netlist names):
register            flops
u_rx.clks_cnt          12
u_tx.tx_bit             1
u_rx.r_rx_d             1
btn2_sync               2
tx_on                   1
rx_on                   1
u_tx.r_tx_byte          4
u_tx.r_tx_d             1
btn3_sync               2
u_tx.clks_cnt          12
u_rx.current_state      5
u_tx.current_state      5
u_tx.tx_bit_index       3
Power figures rest on the tool's default switching activity, not on a simulated workload.
